==> /design/flow/design.v <==
`timescale 1ns / 1ps
module ledShift(clk, ledOut);
    input clk;
    output reg [15:0] ledOut = 16'h0001;
    reg [25:0] cnt = 1;
    always @(posedge clk) begin
        if (cnt == 0) begin
            if (ledOut == 16'h8000)
                ledOut <= 16'h0001;
            else
                ledOut <= ledOut << 1;
        end 
        cnt <= cnt + 1;
    end
endmodule
==> /design/flow/run.sh <==
#!/bin/bash
# OpenROAD 26Q1-2900-gdf79404cd8, Yosys 0.63+post, stock flow scripts
make -C /OpenROAD-flow-scripts/flow DESIGN_CONFIG=/design/flow/config.mk WORK_HOME=/design/flow/orfs finish
==> /design/flow/config.mk <==
export PLATFORM = sky130hd
export DESIGN_NAME = ledShift
export DESIGN_NICKNAME = ledShift
export VERILOG_FILES = /design/flow/design.v
export SDC_FILE = /design/flow/constraint.sdc
export NUM_CORES = 4
export LEC_CHECK = 1
export CORE_AREA = 10 10 107 107
export DIE_AREA = 0 0 117 117
==> /design/flow/constraint.sdc <==
current_design ledShift

set clk_period 3.7
set clk_io_pct 0.2

create_clock -name clk0 -period $clk_period [get_ports {clk}]

set non_clock_inputs [all_inputs -no_clocks]
set_input_delay [expr $clk_period * $clk_io_pct] -clock clk0 $non_clock_inputs
set_output_delay [expr $clk_period * $clk_io_pct] -clock clk0 [all_outputs]
==> PnR_summary.wiki <==
== Run summary ==
{| class="wikitable"
! Metric !! Value
|-
| CTS tree || yes
|-
| Type of destination of the critical path || output port
|-
| P&R area growth vs syn || 23.68%
|-
| Power density over the cells || about 450 nW/um2
|-
| Synthesized netlist cell count || between 100 and 150
|-
| Final weighted congestion of routability-driven global placement || 0.8243
|-
| H-Tree Depth || 2
|-
| Clock skew after layout || approximately 0.0072 ns
|-
| Arrival time at the worst endpoint || approximately 1.2 ns
|-
| Number of synthesized register bits || around 42
|-
| Length in cells of the worst reg-to-reg path || 6
|-
| Hold path depth || 1
|-
| GRT Resource Usage Total || 0.04177
|-
| CTS Buffer Depth || 2
|-
| Gate family responsible for the most delay along the worst path || buffers and inverters
|-
| Share of the clock period used by the worst path after layout || 0.5188
|-
| Cell at the root of the clock tree || sky130_fd_sc_hd__clkbuf_8
|-
| Floorplan row count || 35
|-
| Fin worst setup slack || between 1.5 and 2 ns
|-
| Initial standard-cell utilization of the core || 0.1781
|-
| Primary flip-flop cell chosen by synthesis mapping || sky130_fd_sc_hd__dfxtp_1
|-
| Die extent in y || approximately 120 um
|-
| Crit path required time || slightly below 3 ns
|-
| Cell-by-cell trace of the critical path || clkdlybuf4s50_1
|-
| Relative slew margins || 0.7053
|-
| DRC violation count after routing || 0
|-
| Startpoint of the worst-slack reg-to-reg timing path || cnt[0]
|-
| Met2 global-route usage || 0.06037
|-
| Syn Area/Cell || 11.53 um2
|-
| Critical Path Slowest Stage Cell || sky130_fd_sc_hd__clkdlybuf4s50_1
|-
| Aggregate negative setup slack || 0 ns
|-
| TritonRoute pass-1 iters || 6
|-
| Number of max-slew violations in the final report || 0
|-
| Antenna violations before repair || 0
|-
| Cell leakage power || ~0.7 nW
|-
| Number of enable-type register cells in the synthesized netlist || 16
|-
| Library cell with the largest summed area after synthesis || sky130_fd_sc_hd__dfxtp_1
|-
| Post-CTS setup buffers || 0
|-
| Wire length per cell after detailed routing || 10.74 um
|-
| Max-area cell share || 0.3178
|-
| Number of routed nets with antenna violations || 0
|-
| Fmax || 520.9 MHz
|-
| Share of async-settable or async-resettable flops after synthesis || 0
|-
| Type of the worst setup path || flop to output port
|-
| Min-Delay Startpoint || cnt[25]
|-
| Most used routing layer in global routing || met2
|-
| Maximum VDD drop || 0.2252 mV
|-
| Cts repair resizes || 0
|-
| Antenna diodes || 0
|-
| FF-to-FF setup slack || 2.06 ns
|-
| Buf+Inv Stages, Crit Path || 1
|-
| Fraction of layout instances using a drive strength above 1 || 0.09211
|-
| Post-cts hold buffer count || 0
|-
| Max-cap violations || 0
|-
| Ranking of synthesized cells by area || sky130_fd_sc_hd__dfxtp_1 32%, sky130_fd_sc_hd__edfxtp_1 29%, sky130_fd_sc_hd__xnor2_1 8.6%, sky130_fd_sc_hd__xor2_1 4.3%, sky130_fd_sc_hd__clkbuf_1 3.4%
|-
| Horizontal die dimension || ~120 um
|-
| Number of different library cells in the post-synthesis netlist || 22
|-
| Clock Latency Late Sink || 0.29 ns
|-
| Dominant cell by count in the synthesized netlist || sky130_fd_sc_hd__dfxtp_1
|-
| Total I/O pin count || 17
|-
| Detailed Place HPWL || roughly 2000 um
|-
| Vias post-DR || 1010
|-
| Time the final worst path needs with I/O delays and setup || 1.920 ns
|-
| Class of the tightest hold or removal check || flop to flop
|-
| Inserted Clock Buffers || 5
|-
| DR iter-0 viols || 33
|-
| Overall overflow remaining after global route || 0
|-
| Reg-to-reg endpoint || ledOut[4]
|-
| Total wire length || about 2800 um
|-
| Post-Synthesis Cell Area || roughly 1600 um2
|-
| Capture endpoint of the worst hold path || cnt[25]
|-
| CP startpoint kind || flop
|-
| Outcome || completed
|-
| Vias in the first global route || roughly 970
|-
| Commonest cells post-synth || 26 x sky130_fd_sc_hd__dfxtp_1, 16 x sky130_fd_sc_hd__edfxtp_1, 16 x sky130_fd_sc_hd__xnor2_1
|-
| Highest fanout seen on the critical path || 3
|-
| Maximum number of pins on one net before global-route repair || 17
|-
| Syn. warnings || 1
|-
| Vias/cell || 3.840
|-
| Global routing usage on met3 || 0.01754
|-
| Clock tree sinks || roughly 42
|-
| Worst slack at placement || around 2.1 ns
|-
| Core area || a little over 9000 um2
|-
| Transition time at the pin with the least slew margin || 0.4416 ns
|-
| Final count of negative-setup-slack endpoints || 0
|-
| Met1 track demand over resource || 0.06002
|-
| Total cells reported by yosys after synthesis || around 140
|-
| Post-CTS clock slew at the launch and capture registers of the worst setup and hold paths || around 0.080 ns
|-
| Sequential fraction of the synthesis area || 0.6112
|-
| Delay of the slowest cell on the worst path || 0.49 ns
|-
| Setup repair after global routing missed its margin || no
|-
| Number of I/O port buffers || 16
|-
| Wire length of the first global-routing pass || approximately 4700 um
|-
| OpenROAD warning count || 26
|-
| Final Hold Violating Endpoints || 0
|-
| Die Size || 13690 um2
|-
| Total cell area reported by yosys after synthesis || approximately 1600 um2
|}
-- state kept, by name, summed over array words and instances (netlist names) --
| name | cells |
|---|---|
| cnt | 26 |
| ledOut | 16 |
-- per-layer routing --
| layer | vias to the layer above | wire, um |
|---|---|---|
| li1 | 510 | - |
| met1 | 479 | 1385 |
| met2 | 21 | 1222 |
| met3 | 0 | 215 |
| met4 | 0 | 0 |
| met5 | - | 0 |
-- stage by stage --
step	hold slack (ns)	instances	instance area, um2	utilization	power (mW)
2_1_floorplan	0.4057	142	1638	-	0.4862
3_3_place_gp	0.4217	255	1888	0.2053	0.4862
3_5_place_dp	0.4267	255	1888	0.2053	0.4862
4_1_cts	0.4526	263	2026	0.2203	0.9126
5_1_grt	0.4757	263	2026	0.2203	0.9301
6_report	0.4607	263	2026	0.2203	0.9016
-- power by group --
group          internal [mW]  switching, mW  leakage [nW]   total [mW]
Sequential             0.475              0         0.395        0.475
Clock                  0.270          0.156        0.0683        0.426
Combinational              0              0         0.244  0.000000244
-- cells by family (layout without fill, tap and decap cells) --
group | count (synthesis) | in the layout | synth area share
DFF | 42 | 42 | 0.6112
buffers and inverters | 18 | 28 | 0.04125
adders and majority gates | 2 | 2 | 0.01528
and+or+nand+nor | 56 | 56 | 0.2040
xor gates and xnor gates | 24 | 24 | 0.1283
-- cells in the final DEF, fill, tap and decap left out, types with 7 or more instances in the layout --
| cell | count |
|---|---|
| sky130_fd_sc_hd__clkdlybuf4s50_1 | 16 |
| sky130_fd_sc_hd__dfxtp_1 | 26 |
| sky130_fd_sc_hd__edfxtp_1 | 16 |
| sky130_fd_sc_hd__nand3_1 | 11 |
| sky130_fd_sc_hd__nand4_1 | 8 |
| sky130_fd_sc_hd__nor2_1 | 7 |
| sky130_fd_sc_hd__nor4_1 | 7 |
| sky130_fd_sc_hd__xnor2_1 | 16 |
| sky130_fd_sc_hd__xor2_1 | 8 |
-- worst max path at each step --
stage | startpoint | to | slack (ns) | cells past startpoint
global route | ledOut[8] | ledOut[8] | 1.72 | 1
CTS | ledOut[6] | ledOut[6] | 1.76 | 1
finish | ledOut[6] | ledOut[6] | 1.78 | 1
-- layout make-up --
class	count	area [um2]
Inverter	3	11.26
Timing Repair Buffer	17	167.7
Fill cell	970	7171
Sequential cell	42	1001
Multi-Input combinational cell	82	569.3
Tap cell	111	138.9
Clock inverter	3	68.82
Clock buffer	5	68.82
No activity file was given, so power comes from the tool's default toggle rates.

===== flow/config.mk =====
export PLATFORM = sky130hd
export DESIGN_NAME = blink
export DESIGN_NICKNAME = blink
export VERILOG_FILES = /design/flow/design.v
export SDC_FILE = /design/flow/constraint.sdc
export NUM_CORES = 4
export LEC_CHECK = 1
export CORE_AREA = 10 10 82 82
export DIE_AREA = 0 0 92 92

===== flow/constraint.sdc =====
current_design blink

set clk_period 4.3
set clk_io_pct 0.2

create_clock -name clk0 -period $clk_period [get_ports {clk}]

set non_clock_inputs [all_inputs -no_clocks]
set_input_delay [expr $clk_period * $clk_io_pct] -clock clk0 $non_clock_inputs
set_output_delay [expr $clk_period * $clk_io_pct] -clock clk0 [all_outputs]

===== flow/design.v =====
`timescale 1ns / 1ps
module blink(
    input clk,
    output ledOut
    );
    reg [24:0] count = 0;
    assign ledOut = count[24];
    always @(posedge clk) begin
        count <= count + 1;
    end
endmodule

===== flow/run.sh =====
#!/bin/bash
# OpenROAD 26Q1-2900-gdf79404cd8, Yosys 0.63+post, stock flow scripts
make -C /OpenROAD-flow-scripts/flow DESIGN_CONFIG=/design/flow/config.mk WORK_HOME=/design/flow/orfs finish

==> results.txt <==
Implementation run completed; key figures follow.

Run status:
- The run finished with clean final reports.

Synth:
- By area, the combinational part of the netlist is dominated by simple AND/OR/NAND/NOR gates.
- Summed over all instances, the cell type with the most area after synthesis is dfxtp_1.
- The run puts the flip-flop and latch count after synthesis at 25.
- The run puts the synthesized netlist cell count at about 85.
- After Yosys synthesis, XOR and XNOR cells account for roughly 21% of the synthesized area.
- The run puts the synthesized area divided by synthesized cell count at 11.54 sq um.
- For this run, asynchronously set or reset flops after synthesis account for 0%.
- After synthesis, the most frequently instantiated cells are dfxtp_1 (25), xnor2_1 (15), nand3_1 (9).
- The run gives the yosys synthesis chip area as a little under 0.001 sq mm.
- The run gives the count of library flops with an enable pin as 0.
- The run puts the post-synth design cell area at slightly below 0.001 sq mm.
- The warning tally printed by Yosys for this design is 1.
- The most used flip-flop cell after synthesis is dfxtp_1.
- Among all cell types in the netlist, the one instantiated most often is dfxtp_1.
- The run gives the fraction of the yosys area taken by sequential cells as 51.02%.
- The synth_stat.txt file lists the number of cells as ~85.
- The run gives the and-or/or-and share of the synthesized area as 0%.
- The run puts the area fraction in mux cells at 0%.
- Yosys attributes the largest share of cell area to dfxtp_1 (51%), xnor2_1 (13%), xor2_1 (7.1%).
- Yosys reports that the leading cell type by area covers 51.02% of the netlist area.
- The cell-mix breakdown from Yosys lists the simple-gate area share as 26.40%.
- The run gives the number of distinct library cells after synthesis as 15.
- After Yosys synthesis, full adders, half adders and majority gates account for roughly 1.3% of the synthesized area.

STA:
- The run puts the worst max-slew margin expressed relative to the limit at 75.67%.
- The final timing report counts setup violations totalling 0.
- After layout, the worst path uses 45.40% of the clock period.
- The run gives the final critical-path required period as 1.952 ns.
- The run puts the final number of max-transition violations at 0.
- The run puts the maximum clock frequency at 512.2 MHz.
- The run puts the final hold violation count at 0.
- The run gives the clock tree skew after final layout as around 0.0016 ns.
- For the final routed database, the setup TNS stands at 0 ns.
- The pin closest to its max-slew limit shows a slew of 0.3622 ns.
- Setup repair after global routing left no endpoint under its margin.

Worst setup path:
- The run gives the cell with the largest stage delay on the worst path as clkdlybuf4s50_1.
- The run puts the required arrival time at the worst endpoint at ~3.4 ns.
- In this design, the stage delay of the slowest critical-path cell is roughly 0.48 ns.
- The cell sequence reported for the critical path is clkdlybuf4s50_1.
- According to the timing report, the arrival time at the worst endpoint equals 1.09 ns.
- The run gives the critical path capture point type as a primary output.
- The run gives the cell class contributing the biggest share of worst-path delay as buffers and inverters.
- The run puts the largest fanout of any net on the critical path at 2.
- STA classifies the critical path startpoint as a register.
- The run gives the number of buffers and inverters on the critical path as 1.
- The run gives the category of the most critical setup path as reg -> out.

Placed design:
- Detailed placement reports a standard cell area of approximately 0.0011 sq mm.
- In the placement report, post-DP HPWL is listed as between 900 and 1000 um.
- Routability-driven placement finished with a final weighted congestion of roughly 0.79.
- The run puts the count of input and output buffers at 1.

Clock network:
- The run puts the insertion delay of the later-clocked pin in the worst-skew pair at about 0.26 ns.
- The run gives the CTS tree as done.
- The run puts the number of hold buffers added after cts at 0.
- Clock tree synthesis selected as its root buffer the cell clkbuf_8.
- The run gives the clock sink count as 25.
- Counting along the longest clock path gives a buffer depth of 2.
- Per the TritonCTS log, the buffer count is 3.
- The run gives the H-tree level count as 1.
- The run gives the clock slew at the register clock pins of the worst setup and hold paths as ~0.080 ns.
- The run gives the number of instances resized during post-cts repair as 0.
- After clock tree synthesis, the setup repair step added 0 buffers.

Route:
- The run puts the average wire length per cell after detail routing at around 7.9 um.
- The run gives the first-pass detailed-route iteration total as 4.
- The run gives the DRC violations left as 0.
- The run puts the count of routing violations after the opening detailed-route iteration at roughly 47.
- The run gives the count of nets left with antenna violations after detail routing as 0.
- The run gives the number of vias per cell after detailed routing as ~3.7.
- The run puts the total number of vias at approximately 580.
- Summed over all layers, the routed wires come to 1267 um.
- The run puts the diode insertion count for antenna repair at 0.

Finish:
- The run puts the total of fill cells in the finished design at 544.
- The run puts the area growth from synthesis to layout at 14.54%.
- The largest registers in the layout are count: 25 flops.
- The largest register by flop count is count.
- The run puts the sequential cell area at 500.5 sq um.
- The run gives the final design instance area without fill as between 0.001 and 0.0015 sq mm.
- The run puts the flip-flop count of the largest register after layout at 25.
- The post-route netlist has 10.00% of its cells at a drive strength greater than 1.
- The run puts the combinational gate area at about 470 sq um.

Power:
- The run puts the power density relative to cell area at ~320 mW/mm^2.
- The completed layout was analyzed and its total power is between 300 and 400 uW.
- The run puts the worst voltage drop across the vdd grid at 0.1110 mV.
- The switching portion of total power comes to 17.96%.
- The run puts the cell-internal power at roughly 300 uW.
- The run puts the net load switching power at between 60 and 70 uW.
- The run gives the leakage dissipation as roughly 0.00042 uW.
- The clock network is responsible for between 30% and 40% of the overall power.
- The run gives the part of the power in combinational logic as 0%.
- The run puts the sequential share of power at between 60% and 70%.

Floorplan:
- The run gives the I/O pin count as 2.
- The share of the core area taken by cells at floorplan is between 10% and 20%.
- The run puts the core area at roughly 0.0051 sq mm.
- The run puts the height of the die at around 92 um.
- The floorplan step set the die width to 92 um.
- The run gives the area of the die as ~0.0085 sq mm.
- The run puts the number of rows in the core area at 26.

Global route:
- The run gives the maximum number of pins on one net before global-route repair as 14.
- The run gives the number of antenna violations at the first check in global routing as 0.
- The run gives the via count of the first global-routing pass as 602.
- The run gives the sum of overflow across all layers after global routing as 0.
- The run gives the global-route wire length before repair as ~2500 um.
- The run gives the overall routing resource usage as 3.297%.

Flow run:
- The run puts the number of max-cap violations at 0.
- The run gives the number of warnings in the stage logs as 25.

Min path:
- The type recorded for the worst min-delay path is reg -> reg.
-- per-stage QoR --
stage                     setup WS, ns  hold WS (ns)  utilization (%)  instances
after floorplan                  2.915        0.3827                -         85
after detailed placement         2.630        0.4003            21.25        156
after global placement           2.645        0.3889            21.25        156
after CTS                        2.330        0.4195            22.14        160
final                            2.348        0.4144            22.14        160
after global routing             2.295        0.4447            22.14        160
-- layout make-up --
| type | instances | area share, % |
|---|---|---|
| sequential | 25 | 44.54 |
| multi-input combinational | 58 | 42.09 |
| timing repair buffer | 1 | 0.8909 |
| clock buffer | 4 | 4.009 |
| tap | 70 | 7.795 |
| inverter | 2 | 0.6682 |
-- worst reg2reg max path, delay by kind of cell, from the launching register on --
kind | cells | cell delay, ns
AND/OR/NAND/NOR | 3 | 0.69
adder cells (fa/ha/maj) | 1 | 0.22
flip-flops | 1 | 0.37
XOR/XNOR | 1 | 0.16
-- power groups by stage --
| stage | Sequential [uW] | Clock, uW | Combinational [uW] |
|---|---|---|---|
| after global routing | 231 | 143 | 0.000195 |
| final | 231 | 131 | 0.000195 |
| after CTS | 231 | 137 | 0.000195 |
-- metal layers --
metal | wire length, um | vias to the layer above | track usage, %
li1 | - | 301 | -
met1 | 649 | 275 | 4.585
met2 | 574 | 6 | 5.176
met3 | 22 | 2 | 0.4942
met4 | 21 | 0 | 1.028
met5 | 0 | - | 0
-- cell usage in the layout, fill, tap and decap left out --
| master | count |
|---|---|
| clkdlybuf4s50_1 | 1 |
| xnor2_1 | 15 |
| and4_1 | 2 |
| nand2_1 | 4 |
| nor4_4 | 2 |
| and3_1 | 5 |
| ha_1 | 1 |
| clkbuf_1 | 1 |
| inv_1 | 2 |
| nand3_1 | 9 |
| nor2_1 | 4 |
| nand3_4 | 1 |
| dfxtp_1 | 25 |
| nand4_1 | 4 |
| xor2_1 | 8 |
| and3_2 | 1 |
| clkbuf_8 | 3 |
| nand4_4 | 2 |
-- cells by family (layout without fill, tap and decap cells) --
family / after synthesis / count (layout)
buffers and inverters: 2 / 7
and+or+nand+nor: 34 / 34
DFF: 25 / 25
xor gates and xnor gates: 23 / 23
adders and majority gates: 1 / 1
-- worst paths after layout --
path | startpoint | to | slack [ns] | cells past startpoint
worst min register to register | count[0]$_DFF_P_ | count[0]$_DFF_P_ | 0.41 | 1
worst min-delay path | count[0]$_DFF_P_ | count[0]$_DFF_P_ | 0.41 | 1
worst max register to register | count[0]$_DFF_P_ | count[18]$_DFF_P_ | 2.75 | 5
worst max-delay path | count[24]$_DFF_P_ | ledOut | 2.35 | 1
No activity file was given, so power comes from the tool's default toggle rates.
